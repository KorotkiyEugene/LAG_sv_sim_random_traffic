`flow/config.mk`:
```
export PLATFORM = sky130hd
export DESIGN_NAME = LAG_tree_arbiter
export DESIGN_NICKNAME = LAG_tree_arbiter
export VERILOG_FILES = /design/flow/design.v
export SDC_FILE = /design/flow/constraint.sdc
export NUM_CORES = 4
export LEC_CHECK = 1
export CORE_UTILIZATION = 50
```
`flow/constraint.sdc`:
```
current_design LAG_tree_arbiter

set clk_period 3.6
set clk_io_pct 0.2

create_clock -name clk0 -period $clk_period [get_ports {clk}]

set non_clock_inputs [all_inputs -no_clocks]
set_input_delay [expr $clk_period * $clk_io_pct] -clock clk0 $non_clock_inputs
set_output_delay [expr $clk_period * $clk_io_pct] -clock clk0 [all_outputs]
```
`flow/design.v`:
```
parameter verbose=0;
parameter router_alloc_stages=1;
parameter channel_latency=0;
parameter sim_injection_rate=0.5;
parameter router_num_pls_on_exit=2;
parameter network_y=4;
parameter sim_packet_length=5;
parameter debug=1;
parameter router_num_pls_on_entry=1;
parameter opt_meshxyturns=1;
parameter router_buf_len=4;
parameter sim_measurement_packets=1000;
parameter sim_warmup_packets=100;
parameter network_x=4;
parameter channel_data_width=16;
parameter router_radix=5;
parameter router_num_pls=2;
module comb_matrix_arb_next_state (state, grant, new_state);
   parameter size=4;
   input [size*size-1:0] state;
   input [size-1:0] grant;
   output [size*size-1:0] new_state;
   genvar i,j;
   generate
   for (i=0; i<size; i=i+1) begin:ol2
      for (j=0; j<size; j=j+1) begin:il2
         assign new_state[j*size+i]= (state[j*size+i]&&!grant[j])||(grant[i]);
      end
   end
   endgenerate
endmodule  
module matrix_arb (request, grant, success, clk, rst_n);
   parameter size= 4;
   parameter multistage = 0;
   parameter grant_hold = 0;
   input [size-1:0] request;
   output [size-1:0] grant;
   input success;
   input clk, rst_n; 
   genvar i,j;
   logic [size-1:0] req;
   logic [size-1:0] newgrant;
   logic [size*size-1:0] next_state, current_state;
   logic [size-1:0] pri [size-1:0];
   logic [size*size-1:0] new_state;
   logic [size*size-1:0] state;
   logic  update;
   genvar r;
   integer k;
   assign req=request;
   generate
   for (i=0; i<size; i=i+1) begin:ol1
      for (j=0; j<size; j=j+1) begin:il1
         if (j==i) 
           assign pri[i][j]=req[i];
         else 
           if (j>i)
             assign pri[i][j]=!(req[j]&&state[j*size+i]);
           else
             assign pri[i][j]=!(req[j]&&!state[i*size+j]);
      end
      assign grant[i]=&pri[i];
   end
   endgenerate
   generate
   if (multistage==2) begin
      assign state = success ? next_state : current_state;
   end else begin
      assign state = current_state;
   end
   endgenerate
   comb_matrix_arb_next_state #(size) calc_next (.*);
   always@(posedge clk) begin
     if (!rst_n) begin
        current_state<='1;  
	next_state<='1;  
     end else begin
	if (multistage==2) begin
	   update<=|req;
	   if (|req) begin
	      next_state <= new_state;
	   end
	   if (update) begin
	      current_state <= state;
	   end
	end else begin
	   if ((multistage==1)&!success) begin
	   end else begin
              if (|req) begin
		 current_state<=new_state;
              end
	   end
	end 
     end
   end
endmodule
module LAG_tree_arbiter (request, grant, success, clk, rst_n);
   parameter multistage=0;
   parameter size=20;
   parameter groupsize=4;
   parameter numgroups=size/groupsize;
   input [size-1:0] request; 
   output [size-1:0] grant;
   input 	     success;
   input 	     clk, rst_n;
   logic [size-1:0] intra_group_grant;
   logic [numgroups-1:0] group_grant, any_group_request;
   logic [numgroups-1:0] current_group_success, last_group_success;
   logic [numgroups-1:0] group_success;
   genvar i;
   generate
   for (i=0; i<numgroups; i=i+1) begin:arbiters
      if (multistage==0) begin
	 matrix_arb #(.size(groupsize),
		      .multistage(1)
		                     ) arb
	   (.request(request[(i+1)*groupsize-1:i*groupsize]),
	    .grant(intra_group_grant[(i+1)*groupsize-1:i*groupsize]),
	    .success(group_success[i]), 
	    .clk, .rst_n);
      end else begin
	 matrix_arb #(.size(groupsize),
		      .multistage(multistage)
		                              ) arb
	   (.request(request[(i+1)*groupsize-1:i*groupsize]),
	    .grant(intra_group_grant[(i+1)*groupsize-1:i*groupsize]),
	    .success(group_success[i] & success),
	    .clk, .rst_n);
      end
      assign any_group_request[i] = |request[(i+1)*groupsize-1:i*groupsize];
      assign grant[(i+1)*groupsize-1:i*groupsize]=
      	     intra_group_grant[(i+1)*groupsize-1:i*groupsize] & {groupsize{group_grant[i]}};
      assign current_group_success[i]= group_grant[i];
   end
   if (multistage==2) begin
      always@(posedge clk) begin
	 if (!rst_n) begin
	    last_group_success<='0;
	 end else begin
	    last_group_success<=current_group_success;
	 end
      end
      assign group_success=last_group_success;
   end else begin
      assign group_success=current_group_success;
   end
   endgenerate
   matrix_arb #(.size(numgroups),
		.multistage(multistage)
                            ) group_arb 
     (.request(any_group_request),
      .grant(group_grant),
      .success(success),
      .clk, .rst_n);
endmodule  
```
`flow/run.sh`:
```
#!/bin/bash
# OpenROAD 26Q1-2900-gdf79404cd8, Yosys 0.63+post, stock flow scripts
make -C /OpenROAD-flow-scripts/flow DESIGN_CONFIG=/design/flow/config.mk WORK_HOME=/design/flow/orfs finish
```
==> deck_impl_summary.md <==
Physical Implementation Snapshot

Critical path
  – Max FO, Critical Path: 4
  – Data arrival time of the critical path: 2.81 ns
  – Critical Path End: grant[1]
  – Startpoint types: input port
  – Max incr delay on CP: 0.47 ns
  – R2R Setup Slk: 1.99 ns
  – Critical Path End Type: output port
  – Worst Reg-to-Reg Cells: 6
  – FF-to-FF Start: group_arb.current_state[17]
  – Worst Setup SP: request[4]
  – Slowest cell on crit path: clkdlybuf4s50_1
  – Cell chain of the critical path: clkdlybuf4s50_1 > o41ai_2 > o2111ai_1 > buf_4 > a2111o_1 > inv_1 > clkdlybuf4s50_1
  – Critical Path RT: 2.88 ns
  – Crit path kind: in -> out
  – Crit-path most repeated cell: clkdlybuf4s50_1
  – FF-to-FF End: arbiters[2].genblk1.arb.current_state[8]

Timing
  – Final Critical Period: 3.53 ns
  – Setup-failing EPs final: 0
  – Final Max Tran Viols: 0
  – Final Hold Fails: 0
  – Fmax: 0.283 GHz
  – Slew at the pin closest to its max-slew limit: 0.567 ns
  – Worst Skew: 0.00614 ns
  – Relative slew slack: 0.621
  – Tcrit/Tclk final: 0.980
  – Final TNS setup: 0 ns

Yosys
  – Synth Warn #: 4
  – Post-synth seq share: 0.390
  – Post-synth EDFFs: 0
  – Yosys stat area: 2050 µm²
  – Synthesized area per cell: 8.51 µm²
  – Synthesized cell area: 2050 µm²
  – Yosys top cell by area: dfxtp_1
  – Post-Syn Instances: 241
  – Top_reg_cell synth: dfxtp_1
  – Main area contributors: dfxtp_1 39%, inv_1 7.9%, o211ai_1 4.4%
  – Area leader share: 0.390
  – Netlist cell types: 42
  – Number of cells in Yosys stat: 241
  – Synth async-reset ratio: 0
  – Synth Register Bits: 40

Place
  – Placed inst area: 2930 µm²
  – Placer Congestion: 0.924
  – IO buf count: 41
  – Post-DP HPWL: 4.02 mm

Flow run
  – OpenROAD warning count: 28
  – Number of max-cap violations: 0

Hold path
  – Hold WC Path Type: reg -> reg

Drt
  – WL final: 5.32 mm
  – Wirelength per Cell: 13.5 µm
  – Post-DRT Antenna Nets: 0
  – Vias: 2209
  – Vias/cell: 5.61
  – Antenna diodes: 0
  – Post-route DRC: 0
  – Iter 0 DRT Violations: 112
  – 1st-pass router iterations: 6

Die
  – Rows: 22
  – Die height: 66.0 µm
  – Pre-Place Util: 0.540
  – Die x size: 66.0 µm
  – Core Footprint: 3800 µm²
  – Total die size: 4360 µm²
  – Io pins: 43

CTS
  – Htree depth: 2
  – Root Buffer: clkbuf_8
  – CTS max path bufs: 2
  – Hold-fix buffers at CTS: 0
  – Clock Sinks: 40
  – CTS tree: yes
  – Total CTS buffers: 5
  – Clk latency late pin: 0.29 ns
  – Clk slew on worst S/H paths: 0.07 ns

Finish
  – Final instance area: 3110 µm²
  – Logic area: 1130 µm²
  – Layout cell share with drive strength beyond 1: 0.249
  – Flip-flop and latch area: 801 µm²
  – Syn-to-layout area delta: 51.7%
  – Fillers: 249

Global routing
  – Total gr overflow: 0
  – Total track usage: 0.269
  – First-pass GRT wire length: 8.94 mm
  – Largest net degree at the start of global routing: 15
  – Initial antenna violation count: 0
  – Vias in the first global route: 2081

Power
  – P per Cell Area: 432 nW/µm²
  – Max rail drop VDD: 0.000374 V
  – Static leakage: 1.61 nW

Outcome
  – Status: finished, final reports clean
synthesized netlist by cell type, types with 6 or more instances:
library cell,count
nor4_1,6
nand2_1,17
o21ai_0,10
nand3_1,12
o211ai_1,12
inv_1,43
o41ai_1,8
nand2b_1,6
o21bai_1,8
a21o_1,11
dfxtp_1,40
state kept, by name, indices dropped and copies added, names as in the netlist:
signal,count
group_arb.current_state,10
arbiters.genblk1.arb.current_state,30
logic make-up after synthesis:
family / Yosys count / share of synthesized area
AOI/OAI and AO/OA: 89 / 0.351
and+or+nand+nor: 65 / 0.169
buffers and inverters: 47 / 0.0897
DFF: 40 / 0.390
report_power, final:
part	switching [mW]	internal (mW)	leakage, nW	total [mW]
Sequential	0.0533	0.521	0.327	0.574
Combinational	0.222	0.269	1.24	0.491
Clock	0.145	0.132	0.0410	0.277
stage by stage:
step / util / setup slack, ns / hold WS, ns / std cells / power (mW)
final: 0.819 / 0.0712 / 0.480 / 394 / 1.34
after detailed placement: 0.772 / -0.166 / 0.467 / 384 / 1.05
after global placement: 0.772 / -0.160 / 0.463 / 384 / 1.05
after floorplan: - / 0.671 / 0.444 / 241 / 0.814
after CTS: 0.808 / 0.00218 / 0.483 / 394 / 1.34
after global routing: 0.819 / -0.00253 / 0.504 / 394 / 1.43
layout by cell type (no fill, tap or decap), types with 7 or more instances in the layout:
master / instances
a21o_1: 11
dlymetal6s2s_1: 8
nand2_1: 17
nand3_1: 11
buf_4: 61
inv_1: 42
o21ai_0: 10
dfxtp_1: 40
o211ai_1: 12
clkdlybuf4s50_1: 26
o21bai_1: 8
dlygate4sd2_1: 7
final cells by class:
type	count	area share
timing repair buffer	102	0.283
tap	48	0.0193
clock inverter	1	0.00161
sequential	40	0.257
multi-input combinational	154	0.364
inverter	43	0.0519
clock buffer	6	0.0233
worst max-delay path, delay by kind of cell:
kind | cells | cell delay, ns
buffers and inverters | 4 | 1.17
AND-OR/OR-AND | 3 | 0.92
layer usage:
metal | share of wire | GRT usage
met3 | 0.040 | 0.0332
met4 | 0.0083 | 0.0399
met5 | 0 | 0
met2 | 0.45 | 0.425
met1 | 0.51 | 0.415
repair_timing:
item                       4_1_cts  5_1_grt
setup endpoints to repair        8       12
resized                         15       11
buffers inserted                 3        0
pin swaps                        3        3
how the worst min path moves through the flow:
stage	start	depth (start not counted)	endpoint
4_1_cts	group_arb.current_state[21]	1	group_arb.current_state[21]
5_1_grt	arbiters[2].genblk1.arb.current_state[12]	2	arbiters[2].genblk1.arb.current_state[12]
6_report	arbiters[2].genblk1.arb.current_state[12]	2	arbiters[2].genblk1.arb.current_state[12]
Power is estimated from default activity; no workload was simulated.
